**config.mk**
```make
export PLATFORM = sky130hd
export DESIGN_NAME = LIFSIM
export DESIGN_NICKNAME = LIFSIM
export VERILOG_FILES = /design/flow/design.v
export SDC_FILE = /design/flow/constraint.sdc
export NUM_CORES = 4
export LEC_CHECK = 1
export CORE_UTILIZATION = 50
```
**constraint.sdc**
```tcl
current_design LIFSIM

set clk_period 9.9
set clk_io_pct 0.2

create_clock -name clk0 -period $clk_period [get_ports {clk}]

set non_clock_inputs [all_inputs -no_clocks]
set_input_delay [expr $clk_period * $clk_io_pct] -clock clk0 $non_clock_inputs
set_output_delay [expr $clk_period * $clk_io_pct] -clock clk0 [all_outputs]
```
**design.v**
```verilog
`timescale 1ns / 1ps
module LIFSIM #(
    parameter signed Vth = 0.05 * 65536,  
    parameter dv = 16'd3277,     
    parameter du = 16'd32768   
)(
    input wire clk,
    input wire reset,
    input wire        [15:0] I_app,
    input wire signed [15:0] I_fb,
    output reg signed [15:0] V_mem,
    output reg        [15:0] V_out,  
    output reg signed [15:0] U_leak,
    output reg signed [31:0] dU_dt,
    output reg signed [31:0] dV_dt
    );
    reg signed [15:0] Vm_temp;
    always @(posedge clk) begin
        if (reset) begin
            V_mem <= 16'd0;
            V_out <= 16'd0;
            U_leak <= 16'd0;
            dU_dt <= 32'd0;
            dV_dt <= 32'd0;
            Vm_temp <= 16'd0;
        end else begin   
            dU_dt <= U_leak - ((U_leak * du) >> 16);
            U_leak <= $signed(I_app) + I_fb + dU_dt;
            dV_dt <= V_mem - ((V_mem * dv )>>16);
            V_mem <= U_leak + dV_dt;
            Vm_temp <= V_mem;
                if (Vm_temp >= Vth) begin
                  V_mem <= 16'd0;
                  V_out <= 16'd1;
                  dV_dt <= 32'd0;           
                end else begin
                   V_out <= 16'd0; 
                end
        end
    end
endmodule
```
**run.sh**
```bash
#!/bin/bash
# OpenROAD 26Q1-2900-gdf79404cd8, Yosys 0.63+post, stock flow scripts
make -C /OpenROAD-flow-scripts/flow DESIGN_CONFIG=/design/flow/config.mk WORK_HOME=/design/flow/orfs finish
```
==> flow_results.xml <==
<?xml version="1.0" encoding="UTF-8"?>
<metrics>
  <group name="logic_synthesis">
    <metric name="synth-seq-cells" unit="">83</metric>
    <metric name="muxShareOfSynthArea" unit="%">0.370</metric>
    <metric name="syn_area" unit="um2">8790</metric>
    <metric name="yosysTopAreaCellShare" unit="%">23.2</metric>
    <metric name="simple_gate_area_share" unit="%">11.5</metric>
    <metric name="synth.comb.largest_family" unit="">adder cells</metric>
    <metric name="yosys.stat.chipArea" unit="um2">8790</metric>
    <metric name="yosys.area_share.aoi" unit="%">13.0</metric>
    <metric name="synth-edff-count" unit="">0</metric>
    <metric name="synthArstFlopShare" unit="%">0</metric>
    <metric name="yosys.area.top_type" unit="">ha_1</metric>
    <metric name="area_leaders" unit="">ha_1 23%, dfxtp_1 19%, fa_1 17%</metric>
    <metric name="synth.yosys.warnings" unit="">2</metric>
    <metric name="syn-mean-instance-area" unit="um2">9.23</metric>
    <metric name="yosys.area_share.xor_xnor" unit="%">4.98</metric>
    <metric name="synthesis.instances" unit="">952</metric>
    <metric name="synth_adder_area_share" unit="%">40.3</metric>
    <metric name="synth-seq-area-share" unit="%">18.9</metric>
    <metric name="synth.lib_cells_used.distinct" unit="">63</metric>
    <metric name="synth_stat.cells" unit="">952</metric>
    <metric name="synth_top_flop_cell" unit="">dfxtp_1</metric>
  </group>
  <group name="global_route">
    <metric name="antenna_violations_before_repair" unit="">0</metric>
    <metric name="globalRouteOverflowTotal" unit="">0</metric>
    <metric name="grt_start_max_net_pins" unit="">60</metric>
    <metric name="track_usage" unit="%">23.8</metric>
    <metric name="first_global_vias" unit="">6321</metric>
    <metric name="grt_pass1_wl" unit="um">32200</metric>
  </group>
  <group name="timing">
    <metric name="worst_slew_slack_as_a_fraction_of_its_limit" unit="%">49.2</metric>
    <metric name="count_of_final_setup_violators" unit="">0</metric>
    <metric name="tightestPinTransition" unit="ns">0.752</metric>
    <metric name="layout_worst_path_cycle_share" unit="%">69.4</metric>
    <metric name="final-hold-violation-count" unit="">0</metric>
    <metric name="min_period" unit="ns">6.87</metric>
    <metric name="finalMaxSlewViolations" unit="">0</metric>
    <metric name="tns" unit="ns">0</metric>
    <metric name="final.setup_skew" unit="ns">0.0104</metric>
    <metric name="unrepaired_setup_endpoints_after_global_routing" unit="">false</metric>
    <metric name="fmaxAchievable" unit="GHz">0.145</metric>
  </group>
  <group name="run_status">
    <metric name="outcome" unit="">finished, final reports clean</metric>
  </group>
  <group name="clock_tree">
    <metric name="number_of_buffers_created_by_cts" unit="">9</metric>
    <metric name="cts.reportedPaths.clkPinSlew" unit="ns">0.07</metric>
    <metric name="cts.htree.levels" unit="">3</metric>
    <metric name="insertion_delay" unit="ns">0.34</metric>
    <metric name="clock_tree.buffer_depth" unit="">2</metric>
    <metric name="count_of_buffers_added_by_post_cts_timing_repair_for_setup" unit="">0</metric>
    <metric name="clk_root_buffer_cell" unit="">clkbuf_16</metric>
    <metric name="sink_count_of_the_clock_tree" unit="">83</metric>
    <metric name="tritoncts" unit="">done</metric>
    <metric name="postCtsResizedCells" unit="">0</metric>
    <metric name="cts_hold_repair.buffers" unit="">0</metric>
  </group>
  <group name="finish">
    <metric name="area.combinational" unit="um2">6220</metric>
    <metric name="final_cell_mix" unit="">163 x ha_1, 155 x inv_1, 129 x clkdlybuf4s50_1</metric>
    <metric name="dominant_logic_cell_type_in_the_layout" unit="">ha_1</metric>
    <metric name="post_route_cells_drive_above_1_share" unit="%">2.93</metric>
    <metric name="synthToLayoutAreaGrowth" unit="%">17.8</metric>
    <metric name="final_cells" unit="">1284</metric>
    <metric name="sequential_cell_area" unit="um2">1660</metric>
    <metric name="fillerInstances" unit="">1504</metric>
  </group>
  <group name="critical_path">
    <metric name="regToRegSetupSlack" unit="ns">3.03</metric>
    <metric name="worst_setup_path_end_kind" unit="">flip-flop</metric>
    <metric name="cp-start-kind" unit="">flip-flop</metric>
    <metric name="crit_arrival" unit="ns">7.09</metric>
    <metric name="biggest_fanout_along_the_worst_timing_path" unit="">8</metric>
    <metric name="timing.critical_path.required" unit="ns">10.12</metric>
    <metric name="criticalPathCategory" unit="">reg2reg</metric>
  </group>
  <group name="detailed_routing">
    <metric name="route.antenna.remaining_nets" unit="">0</metric>
    <metric name="num_antenna_cells" unit="">0</metric>
    <metric name="tritonroute_pass_1_iters" unit="">4</metric>
    <metric name="dr.first_iter.drc_count" unit="">235</metric>
    <metric name="drt-wirelength-per-cell" unit="um">15.1</metric>
    <metric name="via_per_inst" unit="">5.02</metric>
    <metric name="postRouteWirelength" unit="um">19400</metric>
    <metric name="drc_viols" unit="">0</metric>
    <metric name="detailroute.via_count" unit="">6443</metric>
  </group>
  <group name="placement">
    <metric name="hpwl" unit="um">16200</metric>
    <metric name="gp_routability_congestion" unit="">0.960</metric>
    <metric name="io_buffers" unit="">130</metric>
    <metric name="place.detailed.instances" unit="">1268</metric>
  </group>
  <group name="floorplan">
    <metric name="die_area" unit="um2">18100</metric>
    <metric name="die-height" unit="um">135</metric>
    <metric name="rows" unit="">48</metric>
    <metric name="floorplan.io_pins" unit="">146</metric>
    <metric name="fp_util" unit="%">51.0</metric>
    <metric name="die_w" unit="um">135</metric>
    <metric name="floorplan.core_area" unit="um2">17200</metric>
  </group>
  <group name="run">
    <metric name="maxCapViolCount" unit="">0</metric>
    <metric name="openroad.warnings" unit="">32</metric>
  </group>
  <group name="hold_path">
    <metric name="hold_class" unit="">reg2reg</metric>
  </group>
</metrics>
Yosys cell counts, types with 6 or more instances:
library cell / n
xnor2_1: 31
nand3_1: 9
a21o_1: 25
nor2_1: 76
a211oi_1: 8
ha_1: 163
and3_1: 6
o21ai_1: 6
fa_1: 75
nand2b_1: 15
inv_1: 155
dfxtp_1: 83
a21oi_1: 35
buf_4: 45
nand2_1: 22
o21ai_0: 26
xor2_1: 19
nor2b_1: 30
o21a_1: 11
a31oi_1: 7
nor3_1: 20
flip-flops by register name, indices dropped and copies added (netlist names):
signal	flops
V_mem	16
dU_dt	17
V_out	1
Vm_temp	16
dV_dt	17
U_leak	16
cell families (layout without fill, tap and decap cells):
family                     count (synthesis)  count (layout)
muxes                                      3               3
adders and majority gates                238             238
other                                      1              15
AOI/OAI and AO/OA                        164             164
xor gates and xnor gates                  50              50
and+or+nand+nor                          204             204
buffers and inverters                    209             302
DFF                                       83              83
critical path: stages (launching register included):
cell,delay (ns)
dfxtp_1,0.63
ha_1,0.35
inv_1,0.09
fa_1,0.42
inv_1,0.09
fa_1,0.42
fa_1,0.55
inv_1,0.06
fa_1,0.53
inv_1,0.04
ha_1,0.32
a211oi_1,0.22
o21bai_1,0.13
a21o_1,0.17
a22o_1,0.25
a21boi_0,0.32
nor2b_1,0.11
nor2_1,0.12
xor2_1,0.25
ha_1,0.33
o21ai_0,0.24
a211oi_1,0.13
o41ai_1,0.62
nand3_1,0.17
xnor2_1,0.16
nor2_1,0.05
final timing paths:
check,from,endpoint,cells past startpoint
worst max-delay path,V_mem[4]$_SDFF_PP0_,dV_dt[15]$_SDFF_PP0_,25
worst min-delay path,Vm_temp[15]$_SDFF_PP0_,V_out[0]$_SDFF_PP0_,2
worst max register to register,V_mem[4]$_SDFF_PP0_,dV_dt[15]$_SDFF_PP0_,25
worst min register to register,Vm_temp[15]$_SDFF_PP0_,V_out[0]$_SDFF_PP0_,2
metrics by stage:
step | area (um2) | util, % | setup slack, ns | hold slack, ns
CTS | 10300 | 60.0 | 3.00 | 0.577
finish | 10300 | 60.0 | 3.03 | 0.589
floorplan | 8840 | - | 3.72 | 0.500
global route | 10300 | 60.0 | 2.54 | 0.596
global placement | 10100 | 58.3 | 3.08 | 0.552
detailed placement | 10100 | 58.3 | 3.04 | 0.564
metal layers:
layer  part of all wire, %  vias to the layer above  global-route usage (%)
met4                  0.52                        0                    1.44
met5                     0                        -                       0
met2                    43                      154                    35.4
met1                    51                     2946                    38.6
li1                      -                     3335                       -
met3                   5.9                        8                    5.44
layout make-up:
cell class	count	area share, %
clock buffers	9	2.18
clock inverters	7	0.701
inverters	155	5.62
multi-input cells	674	60.1
flip-flops and latches	83	16.1
well taps	225	2.72
repair buffers	131	12.6
